==> design/flow/config.mk <==
export PLATFORM = sky130hd
export DESIGN_NAME = WRAPPER
export DESIGN_NICKNAME = WRAPPER
export VERILOG_FILES = /design/flow/design.v
export SDC_FILE = /design/flow/constraint.sdc
export NUM_CORES = 4
export LEC_CHECK = 1
export CORE_UTILIZATION = 50
==> design/flow/constraint.sdc <==
current_design WRAPPER

set clk_period 55.1
set clk_io_pct 0.2

create_clock -name clk0 -period $clk_period [get_ports {clk}]

set non_clock_inputs [all_inputs -no_clocks]
set_input_delay [expr $clk_period * $clk_io_pct] -clock clk0 $non_clock_inputs
set_output_delay [expr $clk_period * $clk_io_pct] -clock clk0 [all_outputs]
==> design/flow/design.v <==
module RAM (din,clk,rst_n,rx_valid,dout,tx_valid);
input      [9:0] din;
input            clk, rst_n, rx_valid;
output reg [7:0] dout;
output reg       tx_valid;
reg [7:0] MEM [255:0];
reg [7:0] Rd_Addr, Wr_Addr;
always @(posedge clk) begin
    if (~rst_n) begin
        dout <= 0;
        tx_valid <= 0;
        Rd_Addr <= 0;
        Wr_Addr <= 0;
    end
    else                                    
        if (rx_valid) begin
            case (din[9:8])
                2'b00 : Wr_Addr <= din[7:0];
                2'b01 : MEM[Wr_Addr] <= din[7:0];
                2'b10 : Rd_Addr <= din[7:0];
                2'b11 : dout <= MEM[Rd_Addr];  
                default : dout <= 0;
            endcase
            tx_valid <= (din[9] && din[8])? 1'b1 : 1'b0;  
        end
end
endmodule
module SLAVE (MOSI,MISO,SS_n,clk,rst_n,rx_data,rx_valid,tx_data,tx_valid);
localparam IDLE      = 3'b000;
localparam CHK_CMD   = 3'b001;  
localparam WRITE     = 3'b010;  
localparam READ_ADD  = 3'b011;
localparam READ_DATA = 3'b100;
input            MOSI, clk, rst_n, SS_n, tx_valid;
input      [7:0] tx_data;
output reg [9:0] rx_data;
output reg       rx_valid, MISO;
reg [3:0] counter;
reg       received_address;
reg [2:0] cs, ns;
always @(posedge clk) begin
    if (~rst_n) begin
        cs <= IDLE;
    end
    else begin
        cs <= ns;
    end
end
always @(*) begin
    case (cs)
        IDLE : begin
            if (SS_n)
                ns = IDLE;
            else
                ns = CHK_CMD;
        end
        CHK_CMD : begin
            if (SS_n)
                ns = IDLE;
            else begin
                if (~MOSI)
                    ns = WRITE;
                else begin
                    if (!received_address)  
                        ns = READ_ADD; 
                    else
                        ns = READ_DATA;
                end
            end
        end
        WRITE : begin
            if (SS_n)
                ns = IDLE;
            else
                ns = WRITE;
        end
        READ_ADD : begin
            if (SS_n)
                ns = IDLE;
            else
                ns = READ_ADD;
        end
        READ_DATA : begin
            if (SS_n)
                ns = IDLE;
            else
                ns = READ_DATA;
        end
    endcase
end
always @(posedge clk) begin
    if (~rst_n) begin 
        rx_data <= 0;
        rx_valid <= 0;
        received_address <= 0;
        MISO <= 0;
        counter <= 0;
    end
    else begin
        case (cs)
            IDLE : begin
                rx_valid <= 0;
            end
            CHK_CMD : begin
                counter <= 10;      
            end
            WRITE : begin
                if (counter > 0) begin
                    rx_data[counter-1] <= MOSI;
                    counter <= counter - 1;
                end
                else begin
                    rx_valid <= 1;
                end
            end
            READ_ADD : begin
                if (counter > 0) begin
                    rx_data[counter-1] <= MOSI;
                    counter <= counter - 1;
                end
                else begin
                    rx_valid <= 1;
                    received_address <= 1;
                end
            end
            READ_DATA : begin
                if (tx_valid) begin
                    rx_valid <= 0;
                    if (counter > 0) begin
                        MISO <= tx_data[counter-1];
                        counter <= counter - 1;
                    end
                    else begin
                        received_address <= 0;
                    end
                end
                else begin
                    if (counter > 0) begin
                        rx_data[counter-1] <= MOSI;
                        counter <= counter - 1;
                        rx_valid <= 0;
                    end
                    else begin
                        rx_valid <= 1;
                        counter <= 9;  
                    end
                end
            end
        endcase
    end
end
endmodule
module WRAPPER (MOSI,MISO,SS_n,clk,rst_n);
input  MOSI, SS_n, clk, rst_n;
output MISO;
wire [9:0] rx_data_din;
wire       rx_valid;
wire       tx_valid;
wire [7:0] tx_data_dout;
RAM   RAM_instance   (rx_data_din,clk,rst_n,rx_valid,tx_data_dout,tx_valid);
SLAVE SLAVE_instance (MOSI,MISO,SS_n,clk,rst_n,rx_data_din,rx_valid,tx_data_dout,tx_valid);
endmodule
==> design/flow/run.sh <==
#!/bin/bash
# OpenROAD 26Q1-2900-gdf79404cd8, Yosys 0.63+post, stock flow scripts
make -C /OpenROAD-flow-scripts/flow DESIGN_CONFIG=/design/flow/config.mk WORK_HOME=/design/flow/orfs finish
==> metrics.yaml <==
run_status: "finished, final reports clean"
finalHoldWorstSlack_ns: 0.463
post-cts-setup-buffer-count: 0
pwr_density_cell_nw_per_um2: 34.0
synth_area_um2: 82100
num_rows: 148
yosysCellCount: 4152
dieArea_um2: 166000
async_flop_share_pct: 0
drt-wirelength-per-cell_um: 35.1
largest_area_cell: "edfxtp_1"
stdcell_area_um2: 91500
layout-area-overhead-vs-synth_pct: 11.4
die_w_um: 407
post_route_setup_tns_ns: 0
cp.arrival_ns: 14.22
start_kind: "input port"
hold_viol_final: 0
first_pass_iters: 5
worst_slew_pin_slew_ns: 1.04
drt_iter0_drc: 3215
finalSetupViolations: 0
worst_skew_pair.late_latency_ns: 0.85
fillcell_total: 12000
cts_hold_repair.buffers: 0
required_arrival_time_at_the_worst_endpoint_ns: 55.57
synth.top_cell.area_share_pct: 74.9
route.detailed.vias_per_inst: 6.34
count_leader_synth: "edfxtp_1"
cap_violations: 0
share_of_cells_above_drive_strength_1_pct: 19.4
remaining_routing_drc_violations: 0
root_buffer: "clkbuf_16"
number_of_global_route_vias_before_repair: 46000
hold_path.class: "flop to flop"
clockBufferDepth: 3
grt_start_max_net_pins: 97
fp.coreArea_um2: 163000
number_of_antenna_violations_at_the_first_check_in_global_routing: 4
worst-path-max-fanout: 40
total_placed_instance_area_um2: 84800
placement.io_buffers: 4
enable_flop_cells: 2048
maxSlewViolCount: 0
ys_seq_elements: 2096
gr-total-overflow: 0
first_pass_grt_wire_length_mm: 331
leakage_nw: 29.1
unclocked_pins: 3
cts.repair.resized: 0
floorplan.initialDensity_pct: 50.4
globalRouteMet1Util_pct: 41.8
estimated_wirelength_of_the_detail_placed_design_mm: 147
chipHeight_um: 407
clkTransAtPathRegs_ns: 0.06
ys_dominant_reg_cell: "edfxtp_1"
post_synth_num_cell_types: 67
synth.yosys.chip_area_um2: 82100
openroad.warnings: 28
met3_usage_pct: 25.5
timing.setup.critical_path_class: "input port to flop"
vias: 42000
gr-max-usage-layer: "met2"
cp-end-kind: "flop"
finalWeightedCongestion: 0.983
routed_wl_mm: 232
tally_of_nets_with_antenna_violations_remaining_after_routing: 0
boundaryPins: 5
tritoncts.num_buffers: 204
gr-usage-met2_pct: 43.3
min_period_ns: 13.74
period_used_pct: 24.9
global_route.usage.total_pct: 31.9
number_of_unconstrained_endpoints: 3
slew-limit-headroom_pct: 30.3
synth.area.top_cells: "edfxtp_1, mux4_2, mux2i_1, nor2_1, dfxtp_1"
reg2reg_setup_slack_ns: 49.88
clock_skew_ns: 0.0504
htree_levels: 4
max-vdd-ir-drop_v: 0.0000331
syn_avg_cell_area_um2: 19.8
max_freq_mhz: 72.8
ys_top_cells_by_count: "edfxtp_1, mux4_2, mux2i_1, nor2_1, nand2_1"
ys.warnings.count: 2
unrepaired_setup_endpoints_after_global_routing: "false"
synthesis.instances: 4152
cts_tree: "yes"
area by class of cell:
class                   instances  area (um^2)  area share, %
inverters                      14         57.6         0.0629
flip-flops and latches       2096        62500           68.3
multi-input cells            1798        18200           19.9
clock buffers                 238         5230           5.72
clock inverters               136         1420           1.55
diodes                          5         12.5         0.0137
well taps                    2175         2720           2.98
repair buffers                163         1330           1.46
per-layer routing:
layer  wire, um  share of wire (%)  up-vias
met2     106000                 45     3254
met3      43000                 19      443
li1           -                  -    17400
met4       9220                4.0       12
met5        295               0.13        -
met1      74100                 32    20900
through the flow:
stage,power (mW),utilization (%),cells,setup WS [ns]
2_1_floorplan,1.76,-,4152,42.40
3_3_place_gp,1.76,52.0,6246,40.76
3_5_place_dp,1.76,52.0,6246,40.62
4_1_cts,3.13,56.1,6620,41.52
5_1_grt,3.19,56.1,6620,41.28
6_report,3.11,56.1,6625,41.36
sequential cells by signal (all words and copies together) (netlist names):
register                         flops
RAM_instance.MEM                  2048
SLAVE_instance.rx_data              10
RAM_instance.Rd_Addr                 8
RAM_instance.Wr_Addr                 8
RAM_instance.dout                    8
SLAVE_instance.counter               4
SLAVE_instance.cs                    3
SLAVE_instance.ns                    3
RAM_instance.tx_valid                1
SLAVE_instance.MISO                  1
SLAVE_instance.received_address      1
SLAVE_instance.rx_valid              1
power breakdown:
group / internal, mW / switching (mW) / leakage, nW
Clock: 0.790 / 0.597 / 3.25
Combinational: 0.00186 / 0.00295 / 5.08
Sequential: 1.72 / 0.000165 / 20.8
Total: 2.51 / 0.601 / 29.1
placed cells by master (no fill, tap or decap), drive strengths merged, types with 49 or more instances in the layout:
master     n
o221ai    49
buf      159
edfxtp  2048
nor2     299
nand2    124
clkbuf   238
clkinv    94
a21oi     54
mux4     385
o21ai     49
mux2i    327
o22ai     96
logic make-up after synthesis:
logic type,synth area share [%]
compound gates,3.62
xor+xnor,0.0533
fa+ha+maj,0.152
buf+inv,1.87
flops,76.0
latches,0.0548
mux,14.8
simple gates,3.46
critical path, stage by stage:
cell and delay, ns:
clkdlybuf4s50_1 0.46, buf_4 0.39, nand4b_1 0.27, nor3_1 0.50
nand2_1 0.55, buf_4 0.41, nor2_1 0.56
path summary, 6_finish.rpt:
path,start,cells after the start,end
worst max-delay path,rst_n,7,RAM_instance.MEM[34][4]
worst max register to register,RAM_instance.Rd_Addr[0],10,RAM_instance.dout[1]
worst min-delay path,SLAVE_instance.MISO,2,SLAVE_instance.MISO
worst min register to register,SLAVE_instance.MISO,2,SLAVE_instance.MISO
No activity file was given, so power comes from the tool's default toggle rates.
