[flow/run.sh]
#!/bin/bash
# OpenROAD 26Q1-2900-gdf79404cd8, Yosys 0.63+post, stock flow scripts
make -C /OpenROAD-flow-scripts/flow DESIGN_CONFIG=/design/flow/config.mk WORK_HOME=/design/flow/orfs finish
[flow/config.mk]
export PLATFORM = sky130hd
export DESIGN_NAME = WRAPPER_ref
export DESIGN_NICKNAME = WRAPPER_ref
export VERILOG_FILES = /design/flow/design.v
export SDC_FILE = /design/flow/constraint.sdc
export NUM_CORES = 4
export LEC_CHECK = 1
export CORE_UTILIZATION = 50
[flow/design.v]
module RAM_ref #(
    parameter ADDR_SIZE = 8,
    parameter MEM_DEPTH = 256
) (
    input clk, rst_n, rx_valid,
    input[9:0] rx_data,
    output reg tx_valid,
    output reg[7:0] tx_data
);
reg[ADDR_SIZE-1:0] mem [MEM_DEPTH-1:0];
reg[ADDR_SIZE-1:0] wr_address, rd_address;
always @(posedge clk) begin
    if(~rst_n) begin
        tx_valid <= 0;
        tx_data <= 0;
        rd_address <= 0;
        wr_address <= 0;
    end
    else begin
        if(rx_valid) begin
            if(rx_data[9:8] == 2'b00) begin
                wr_address <= rx_data[7:0];
                tx_valid <= 0;
            end
            else if(rx_data[9:8] == 2'b01) begin 
                mem[wr_address] <= rx_data[7:0];
                tx_valid <= 0;
            end
            else if(rx_data[9:8] == 2'b10) begin 
                rd_address <= rx_data[7:0];
                tx_valid <= 0;
            end
            else begin 
                tx_data <= mem[rd_address];
                tx_valid <= 1;
            end
        end
    end
end
endmodule
module SLAVE_golden_model (
    input clk, rst_n, SS_n, MOSI, tx_valid, 
    input[7:0] tx_data,
    output reg MISO, rx_valid,
    output reg[9:0] rx_data
);
parameter IDLE = 3'b000;
parameter CHK_CMD = 3'b001;
parameter WRITE = 3'b010;
parameter READ_ADD = 3'b011;
parameter READ_DATA = 3'b100;
reg[2:0] cs, ns; 
reg rx_type;
reg[4:0] cnt;
always @(posedge clk) begin
    if(~rst_n) cs <= IDLE;
    else cs <= ns;
end
always @(*) begin
    case(cs) 
    IDLE: begin
        if(~SS_n) ns = CHK_CMD;
        else ns = IDLE;
    end
    CHK_CMD: begin
        if(SS_n) ns = IDLE;
        else begin
            if(~MOSI) ns = WRITE;
            else begin
                if(rx_type) ns = READ_DATA;
                else ns = READ_ADD;
            end
        end
    end
    WRITE: begin
        if(SS_n) ns = IDLE;
        else ns = WRITE;
    end
    READ_ADD: begin
        if(SS_n) ns = IDLE;
        else ns = READ_ADD;
    end
    READ_DATA: begin
        if(SS_n) ns = IDLE;
        else ns = READ_DATA;
    end
    default: ns = IDLE;
    endcase
end
always @(posedge clk) begin
    if(~rst_n) begin
        MISO <= 0;
        rx_type <= 0;
        rx_valid <= 0;
        rx_data <= 0;
        cnt <= 0;
    end
    else begin
        case(cs)
        IDLE: rx_valid <= 0;
        CHK_CMD: cnt <= 0;
        WRITE: begin
            cnt <= cnt + 1;
                if (cnt < 10) rx_data[9-cnt] <= MOSI;
            if (cnt == 10) rx_valid <= 1;
        end
        READ_ADD: begin
            cnt <= cnt + 1;
                if (cnt < 10) rx_data[9-cnt] <= MOSI;
            if (cnt == 10) begin
                rx_valid <= 1;
                rx_type <= 1;
            end
        end
        READ_DATA: begin
            if(!tx_valid) begin
                cnt <= cnt + 1;
                if (cnt < 10) rx_data[9-cnt] <= MOSI;
                else begin
                    rx_type <= 0;
                end
                if (cnt == 10) cnt <= 1;
                rx_valid <= (cnt == 10);
            end
            else begin
                rx_valid <= 0;
                cnt <= cnt + 1;
                if (cnt >= 2 && cnt <= 9) MISO <= tx_data[9 - cnt];
                else begin
                    rx_type <= 0;
                end
            end
        end
        endcase
    end
end
endmodule
module WRAPPER_ref (MOSI,MISO,SS_n,clk,rst_n);
input  MOSI, SS_n, clk, rst_n;
output MISO;
wire [9:0] rx_data_din;
wire       rx_valid;
wire       tx_valid;
wire [7:0] tx_data_dout;
RAM_ref   RAM_instance   (
    .clk(clk), 
    .rst_n(rst_n), 
    .rx_valid(rx_valid),
    .rx_data(rx_data_din),
    .tx_valid(tx_valid),
    .tx_data(tx_data_dout)
);
SLAVE_golden_model SLAVE_instance (
    .clk(clk), 
    .rst_n(rst_n), 
    .SS_n(SS_n), 
    .MOSI(MOSI), 
    .tx_valid(tx_valid), 
    .tx_data(tx_data_dout),
    .MISO(MISO), 
    .rx_valid(rx_valid),
    .rx_data(rx_data_din)
);
endmodule
[flow/constraint.sdc]
current_design WRAPPER_ref

set clk_period 53.9
set clk_io_pct 0.2

create_clock -name clk0 -period $clk_period [get_ports {clk}]

set non_clock_inputs [all_inputs -no_clocks]
set_input_delay [expr $clk_period * $clk_io_pct] -clock clk0 $non_clock_inputs
set_output_delay [expr $clk_period * $clk_io_pct] -clock clk0 [all_outputs]
==> metrics.cfg <==
[run]
drv_cap = 0
log.warning_count = 34

[worst_setup_path]
slowest_delay_ns = 0.56
reg2reg_setup_slack_ns = 48.60
startpoint_type = primary input
crit_chain = clkdlybuf4s50_1, buf_4, nand2_1, or2_2, nor3_1, nand3_1, buf_4, nor2_1
critPathCaptureType = register
cp_slowest_cell = nor2_1
crit_type = primary input to register
worst_path_most_repeated_cell = buf_4
crit_family = simple AND/OR/NAND/NOR gates
worstPathArrival_ns = 13.98
critPathRequiredTime_ns = 54.36
cp_max_fo = 36
critPathBufInv = 3

[timing]
fin_skew_ns = 0.0242
hold_viol_final = 0
setup_viol = 0
slew_headroom_pct = 24.6
worst_pin_slew_ns = 1.12
rsz0062_at_grt = false
post-route-min-period_ns = 13.51
setup-tns-final_ns = 0
fin_ws_ns = 40.39
period_used_pct = 25.1
fmax_ghz = 0.0740
whs_ns = 0.434
drv_slew = 0

[final_layout]
stdcell_count = 6636
area_growth_pct = 11.1
fillers = 12000
drive_above_1_share_pct = 19.2

[synthesis]
syn-instance-count = 4171
ys_types = 82
yosysChipArea_um2 = 82700
ys_seq_elements = 2096
topCellsByArea = edfxtp_1 74%, mux4_2 9.8%, mux2i_1 3.0%
async_flop_share_pct = 0
synth-edff-count = 2048
syn_avg_cell_area_um2 = 19.8
ys_cells = 4171
syn_area_um2 = 82700
yosysTopAreaCellShare_pct = 74.3
largest_area_cell = edfxtp_1
top_cells_by_count = 2048 x edfxtp_1, 360 x mux4_2, 318 x nor2_1, 246 x mux2i_1, 141 x nand2_1
yosys_warnings = 2
flop_cell = edfxtp_1
yosysMostFrequentCell = edfxtp_1
ys_seq_share_pct = 75.5

[global_route]
grt_pass1_wl_um = 327000
first_global_vias = 46400
grtUsageTotal_pct = 31.3
grt_overflow_total = 0
grt_antenna_before_repair = 2
grt_max_degree = 103

[cts]
ctsHoldBuffers = 0
cts_resized = 0
postCtsSetupRepairBufs = 0
path_clk_slew_ns = 0.06
htreeDepth = 4
cts_buffers = 206
clk_latency_ns = 0.84
root_buffer = clkbuf_16
cts_tree = built
cts_sinks = 2096
clockBufferDepth = 3

[detailed_routing]
drt-total-wl_um = 229000
diodes = 0
drt_pre_antenna_iters = 6
via_per_inst = 6.32
vias = 41900
antenna_left = 0
drtIter0Drc = 3229
post-route-drc-count = 0
route.detailed.wl_per_inst_um = 34.5

[place]
gp_congestion = 0.975
port_buffers = 4
post-place-ws_ns = 39.62
dp_hpwl_um = 143000
post-place-cells = 6266

[pwr]
power_leakage_nw = 26.6
irDropWorstVdd_mv = 0.0325
p_per_area_nw_per_um2 = 34.9

[die]
io_pins = 5
die_h_um = 409
fp.dieW_um = 409
initial_utilization_pct = 50.6
die_area_um2 = 167000
coreArea_um2 = 164000
rows = 148

[hold_path]
hold_path_class = register to register

[outcome]
status = completed

-- placed cells by master, fill, tap and decap left out, types with 11 or more instances in the layout --
master	n
a2111oi_0	16
clkinv_2	37
nor4_1	15
buf_4	149
o221ai_1	38
ha_1	16
mux2i_1	246
nand2_1	140
nor2b_1	32
a21oi_1	50
nand2b_1	11
o22ai_1	90
and2_1	17
nand3_1	62
a21boi_0	13
bufinv_16	28
edfxtp_1	2048
a211oi_1	28
mux4_1	49
o21ai_0	34
clkbuf_1	33
inv_1	14
clkbuf_16	209
nand4_1	12
nor3_1	59
nor2_1	318
clkinv_1	42
mux4_2	360
a22oi_1	64
dfxtp_4	12
dfxtp_1	36
a22o_1	13
-- worst paths after layout --
path                                                 from                                   end  cells after the start
setup / recovery                                    rst_n    RAM_instance.mem[195][3]$_DFFE_PP_                      8
hold / removal               SLAVE_instance.cs[0]$_DFF_P_          SLAVE_instance.cs[3]$_DFF_P_                      2
setup reg to reg  RAM_instance.rd_address[0]$_SDFFE_PN0P_  RAM_instance.tx_data[4]$_SDFFE_PN0P_                     11
hold reg to reg              SLAVE_instance.cs[0]$_DFF_P_          SLAVE_instance.cs[3]$_DFF_P_                      2
-- cell type report --
type                       count  area [um2]  share of cell area, %
timing repair buffer         163        1360                   1.48
sequential                  2096       62500                   68.0
clock inverter               128        1440                   1.56
multi-input combinational   1817       18500                   20.1
clock buffer                 242        5350                   5.83
tap                         2175        2720                   2.96
inverter                      15        57.6                 0.0626
-- layer usage --
metal | wire length (um) | vias up | GRT usage (%)
met2 | 104000 | 3100 | 42.5
met4 | 9270 | 14 | 9.23
met3 | 41100 | 419 | 24.4
li1 | - | 17500 | -
met5 | 412 | - | 1.72
met1 | 74400 | 20900 | 41.8
-- worst reg2reg max path, stage by stage (launching register included) --
cell       delay (ns)
dfxtp_4          0.80
buf_4            0.69
buf_4            0.60
buf_4            0.60
mux4_2           0.62
nand2_1          0.10
a21oi_1          0.11
a2111oi_0        0.76
buf_4            0.30
a311oi_1         0.06
o21ai_0          0.33
o211ai_1         0.17
-- stage by stage --
step,total power [mW],util [%],instance area [um2]
after floorplan,1.80,-,82700
after global placement,1.80,52.0,85100
after detailed placement,1.80,52.0,85100
after CTS,3.23,56.2,91900
after global routing,3.29,56.2,91900
final,3.21,56.2,91900
-- report_power, final --
part,total [mW],switching (mW),internal [mW]
Sequential,1.76,0.000181,1.76
Combinational,0.00335,0.00216,0.00119
Clock,1.45,0.604,0.843
Total,3.21,0.606,2.60
-- sequential cells by signal (all words and copies together) (netlist names) --
signal                   flops
RAM_instance.mem          2048
RAM_instance.wr_address      8
SLAVE_instance.cs            5
RAM_instance.rd_address      8
SLAVE_instance.rx_valid      1
RAM_instance.tx_valid        1
SLAVE_instance.MISO          1
RAM_instance.tx_data         8
SLAVE_instance.cnt           5
SLAVE_instance.rx_data      10
SLAVE_instance.rx_type       1
-- logic make-up (layout without fill, tap and decap cells) --
family                   count (synthesis)  in the layout  share of synthesized area [%]
flip-flops                            2096           2096                           75.5
AND/OR/NAND/NOR                        722            722                           3.99
multiplexers                           657            657                           14.4
AND-OR/OR-AND                          415            415                           3.59
buffers and inverters                  258            548                           2.25
adder cells (fa/ha/maj)                 16             16                          0.242
XOR/XNOR                                 7              7                         0.0741
Power is estimated from default activity; no workload was simulated.
